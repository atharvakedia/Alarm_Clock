**design/flow/config.mk**
```make
export PLATFORM = sky130hd
export DESIGN_NAME = SevenSegmentDecoder
export DESIGN_NICKNAME = SevenSegmentDecoder
export VERILOG_FILES = /design/flow/design.v
export SDC_FILE = /design/flow/constraint.sdc
export NUM_CORES = 4
export LEC_CHECK = 1
export CORE_AREA = 10 10 87 87
export DIE_AREA = 0 0 97 97
```
**design/flow/constraint.sdc**
```tcl
current_design SevenSegmentDecoder

set clk_period 2.2
set clk_io_pct 0.2

create_clock -name clk0 -period $clk_period

set non_clock_inputs [all_inputs -no_clocks]
set_input_delay [expr $clk_period * $clk_io_pct] -clock clk0 $non_clock_inputs
set_output_delay [expr $clk_period * $clk_io_pct] -clock clk0 [all_outputs]
```
**design/flow/design.v**
```verilog
module LUT_SEG_DECODER (
    input \0 ,
    input \1 ,
    input \2 ,
    input \3 ,
    input \4 ,
    input \5 ,
    input \6 ,
    output reg  [13:0]  out
);
    reg [13:0] my_lut [0:127];
    wire [6:0] temp;
    assign temp = {\6 , \5 , \4 , \3 , \2 , \1 , \0 };
    always @ (*) begin
       out = my_lut[temp];
    end
    initial begin
        my_lut[0] = 14'h1fbf;
        my_lut[1] = 14'h1f86;
        my_lut[2] = 14'h1fdb;
        my_lut[3] = 14'h1fcf;
        my_lut[4] = 14'h1fe6;
        my_lut[5] = 14'h1fed;
        my_lut[6] = 14'h1ffd;
        my_lut[7] = 14'h1f87;
        my_lut[8] = 14'h1fff;
        my_lut[9] = 14'h1fe7;
        my_lut[10] = 14'h33f;
        my_lut[11] = 14'h306;
        my_lut[12] = 14'h35b;
        my_lut[13] = 14'h34f;
        my_lut[14] = 14'h366;
        my_lut[15] = 14'h36d;
        my_lut[16] = 14'h37d;
        my_lut[17] = 14'h307;
        my_lut[18] = 14'h37f;
        my_lut[19] = 14'h367;
        my_lut[20] = 14'h2dbf;
        my_lut[21] = 14'h2d86;
        my_lut[22] = 14'h2ddb;
        my_lut[23] = 14'h2dcf;
        my_lut[24] = 14'h2de6;
        my_lut[25] = 14'h2ded;
        my_lut[26] = 14'h2dfd;
        my_lut[27] = 14'h2d87;
        my_lut[28] = 14'h2dff;
        my_lut[29] = 14'h2de7;
        my_lut[30] = 14'h27bf;
        my_lut[31] = 14'h2786;
        my_lut[32] = 14'h27db;
        my_lut[33] = 14'h27cf;
        my_lut[34] = 14'h27e6;
        my_lut[35] = 14'h27ed;
        my_lut[36] = 14'h27fd;
        my_lut[37] = 14'h2787;
        my_lut[38] = 14'h27ff;
        my_lut[39] = 14'h27e7;
        my_lut[40] = 14'h333f;
        my_lut[41] = 14'h3306;
        my_lut[42] = 14'h335b;
        my_lut[43] = 14'h334f;
        my_lut[44] = 14'h3366;
        my_lut[45] = 14'h336d;
        my_lut[46] = 14'h337d;
        my_lut[47] = 14'h3307;
        my_lut[48] = 14'h337f;
        my_lut[49] = 14'h3367;
        my_lut[50] = 14'h36bf;
        my_lut[51] = 14'h3686;
        my_lut[52] = 14'h36db;
        my_lut[53] = 14'h36cf;
        my_lut[54] = 14'h36e6;
        my_lut[55] = 14'h36ed;
        my_lut[56] = 14'h36fd;
        my_lut[57] = 14'h3687;
        my_lut[58] = 14'h36ff;
        my_lut[59] = 14'h36e7;
        my_lut[60] = 14'h3ebf;
        my_lut[61] = 14'h3e86;
        my_lut[62] = 14'h3edb;
        my_lut[63] = 14'h3ecf;
        my_lut[64] = 14'h3ee6;
        my_lut[65] = 14'h3eed;
        my_lut[66] = 14'h3efd;
        my_lut[67] = 14'h3e87;
        my_lut[68] = 14'h3eff;
        my_lut[69] = 14'h3ee7;
        my_lut[70] = 14'h3bf;
        my_lut[71] = 14'h386;
        my_lut[72] = 14'h3db;
        my_lut[73] = 14'h3cf;
        my_lut[74] = 14'h3e6;
        my_lut[75] = 14'h3ed;
        my_lut[76] = 14'h3fd;
        my_lut[77] = 14'h387;
        my_lut[78] = 14'h3ff;
        my_lut[79] = 14'h3e7;
        my_lut[80] = 14'h3fbf;
        my_lut[81] = 14'h3f86;
        my_lut[82] = 14'h3fdb;
        my_lut[83] = 14'h3fcf;
        my_lut[84] = 14'h3fe6;
        my_lut[85] = 14'h3fed;
        my_lut[86] = 14'h3ffd;
        my_lut[87] = 14'h3f87;
        my_lut[88] = 14'h3fff;
        my_lut[89] = 14'h3fe7;
        my_lut[90] = 14'h33bf;
        my_lut[91] = 14'h3386;
        my_lut[92] = 14'h33db;
        my_lut[93] = 14'h33cf;
        my_lut[94] = 14'h33e6;
        my_lut[95] = 14'h33ed;
        my_lut[96] = 14'h33fd;
        my_lut[97] = 14'h3387;
        my_lut[98] = 14'h33ff;
        my_lut[99] = 14'h33e7;
        my_lut[100] = 14'h0;
        my_lut[101] = 14'h0;
        my_lut[102] = 14'h0;
        my_lut[103] = 14'h0;
        my_lut[104] = 14'h0;
        my_lut[105] = 14'h0;
        my_lut[106] = 14'h0;
        my_lut[107] = 14'h0;
        my_lut[108] = 14'h0;
        my_lut[109] = 14'h0;
        my_lut[110] = 14'h0;
        my_lut[111] = 14'h0;
        my_lut[112] = 14'h0;
        my_lut[113] = 14'h0;
        my_lut[114] = 14'h0;
        my_lut[115] = 14'h0;
        my_lut[116] = 14'h0;
        my_lut[117] = 14'h0;
        my_lut[118] = 14'h0;
        my_lut[119] = 14'h0;
        my_lut[120] = 14'h0;
        my_lut[121] = 14'h0;
        my_lut[122] = 14'h0;
        my_lut[123] = 14'h0;
        my_lut[124] = 14'h0;
        my_lut[125] = 14'h0;
        my_lut[126] = 14'h0;
        my_lut[127] = 14'h0;
    end
endmodule
module SevenSegmentDecoder (
  input [6:0] DATA_IN,
  output [13:0] DATA_OUT
);
  wire s0;
  wire s1;
  wire s2;
  wire s3;
  wire s4;
  wire s5;
  wire s6;
  assign s0 = DATA_IN[0];
  assign s1 = DATA_IN[1];
  assign s2 = DATA_IN[2];
  assign s3 = DATA_IN[3];
  assign s4 = DATA_IN[4];
  assign s5 = DATA_IN[5];
  assign s6 = DATA_IN[6];
  LUT_SEG_DECODER LUT_SEG_DECODER_i0 (
    .\0 ( s0 ),
    .\1 ( s1 ),
    .\2 ( s2 ),
    .\3 ( s3 ),
    .\4 ( s4 ),
    .\5 ( s5 ),
    .\6 ( s6 ),
    .out( DATA_OUT )
  );
endmodule
```
**design/flow/run.sh**
```bash
#!/bin/bash
# OpenROAD 26Q1-2900-gdf79404cd8, Yosys 0.63+post, stock flow scripts
make -C /OpenROAD-flow-scripts/flow DESIGN_CONFIG=/design/flow/config.mk WORK_HOME=/design/flow/orfs finish
```
==> results.toml <==
# yosys + openroad results
[setup_path]
cp.buffers_inverters = 4
crit_fanout = 4
start_kind = "input pin"
path_cells = "buf_8, buf_6, ha_4, buf_4, nand2b_4, a21oi_1, a31o_1, or4_1, nand4_1, buf_2"
crit_arrival_ps = 2020
required_ps = 1760
max_stage_delay_ps = 430
path_delay_family = "simple AND/OR/NAND/NOR gates"
worstSetupEndpointType = "output pin"
critical_path_class = "in -> out"
slowest_stage = "or4_1"

[pwr]
leakage_nw = 1.25
irDropWorstVdd_mv = 0.112
p_per_area_nw_per_um2 = 219

[logic_synthesis]
yosys.area.top_type = "o21ai_0"
synthAoiAreaFrac = 0.457
ys_seq_frac = 0
ys_sh_mux = 0.0741
ys_area_sq_um = 1420
syn_area_sq_um = 1420
area_leaders = "o21ai_0 (9.5%), a21oi_1 (7.8%), nor2_1 (6.3%)"
most_common_cell = "o21ai_0"
ys_cells = 229
synth.logic.top_family = "AND-OR/OR-AND gates"
simple_gate_share = 0.283
yosysWarnings = 1
yosysTopAreaCellShare = 0.0952
ys_types = 50
ys_top_cells_by_count = "o21ai_0 (27), nor2_1 (24), a21oi_1 (22)"
netlist_instances = 229
yosys.area_share.xor_xnor = 0.0123
fa_ha_area_frac = 0.0529
synth.avg_cell_area_sq_um = 6.20

[place]
hpwl_mm = 4.40
placedCellCount = 371
dpl-instance-area_sq_um = 2170
routabilityCongestion = 0.982
io_buffer_count = 21

[final_timing]
slew_headroom = 0.699
rsz0062_at_grt = "true"
post-route-worst-setup-slack_ps = -259
setup_viol = 7
min_period_ps = 2460
slew_violations = 0
worstMarginPinSlew_ps = 450
timing.final.crit_share = 1.12
finalHoldViolations = 0
max_freq_mhz = 407

[die]
rows = 27
die_h_microns = 97
die_w_microns = 97
fp_util = 0.251
top_level_ports = 21
chipArea_sq_um = 9410
core_sq_um = 5640

[route]
diodes = 0
drtAntennaViolNets = 0
viasPerCell = 5.91
wirelength_mm = 7.63
drt_drc_violations_left = 0
drt-pass1-iter-count = 5
wire_per_inst_microns = 18.7
drt_iter0_drc = 314
vias = 2412

[worst_hold_path]
hold_class = "in -> out"
hold_depth = 5
min-delay-start = "DATA_IN[3]"
hold_path_end = "DATA_OUT[0]"

[layout]
clkbuf_count = 0
nFillCells = 460
syn2layout_area_growth_pct = 103
final_area_sq_um = 2890
drive_above_1_share = 0.565
flop-count = 0
final_cells = 408
comb_area_sq_um = 1560
register_area_sq_um = 0
post-route-util = 0.511

[flow_run]
maxCapViolCount = 0
warning_count = 40

[global_routing]
antenna_found_initial = 0
grt_pass1_wl_mm = 11.9
grt_util_all_layers = 0.145
overflow = 0
grt_max_degree = 18
grt_pass1_vias = 2368

[outcome]
failed_checks = "setup timing"
status = "complete, but fails checks"
[cell families (layout without fill, tap and decap cells)]
group,Yosys count,in the layout
compound gates,98,98
xor+xnor,2,2
fa+ha+maj,6,6
buf+inv,35,142
mux,8,8
simple gates,80,80
[layer usage]
layer,vias up,global-route usage,routed length [microns]
met4,0,0.0485,336
li1,1086,-,-
met2,180,0.218,3230
met3,40,0.0258,902
met5,-,0,0
met1,1106,0.202,3150
[worst max-delay path by stage]
| stage | start | to | slack, ps | cells after the start |
|---|---|---|---|---|
| final | DATA_IN[0] | DATA_OUT[6] | -260 | 10 |
| after global routing | DATA_IN[0] | DATA_OUT[6] | -300 | 10 |
| after CTS | DATA_IN[0] | DATA_OUT[0] | -200 | 7 |
[where the power goes]
group          leakage, nW  internal [mW]  switching [mW]
Combinational         1.25          0.332           0.300
Sequential               0              0               0
Clock                    0              0               0
Total                 1.25          0.332           0.300
[timing repair]
item                                   CTS  global route
gates cloned                             4             0
pin swaps                               26             9
endpoints found under the hold margin    0             0
hold buffers                             0             0
gates resized                          142            42
setup buffers                           29             5
setup endpoints to repair               14            11
[final cells by class]
type,instances,share of cell area
multi-input combinational,194,0.540
timing repair buffer,133,0.411
tap,72,0.0312
inverter,9,0.0178
[cell usage in the layout (no fill, tap or decap), types with 4 or more instances in the layout]
cell type      instances
nand2_2                4
buf_6                 16
nand3_1                4
and3_1                 4
o21ai_2                5
inv_2                  5
buf_8                  5
nand2_1               13
nor2_4                 4
a21oi_1               18
dlygate4sd2_1          9
buf_4                 88
o21ai_0               14
buf_12                 4
mux2i_1                4
nor2_1                12
ha_4                   4
nand2b_1               8
o21ai_1                8
a221oi_1               4
o211ai_1               4
nor2_2                 8
buf_2                  8
[per-stage QoR]
step | TNS (ps) | power (mW) | hold WS [ps] | setup WS [ps]
detailed placement | -12420 | 0.457 | 2190 | -1180
global placement | -12100 | 0.457 | 2180 | -1140
global route | -1600 | 0.676 | 1510 | -296
floorplan | -76.2 | 0.235 | 1050 | -76.2
CTS | -705 | 0.561 | 1520 | -205
finish | -900 | 0.633 | 1460 | -259
Power is estimated from default activity; no workload was simulated.
